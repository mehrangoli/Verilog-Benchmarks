==> flow/design.v <==
module add(in1,in2,out);
	input  [11:0] in1,in2; 
	output [11:0] out; 
	reg [11:0]temp ;
	always @ (in1,in2) begin
		temp=in1+in2;
	end
	assign out = temp;
endmodule
module filter(x,c0,c1,c2,y,clk);
	input  [11:0] x,c0,c1,c2; 
	input  clk; 
	output [11:0] y; 
	wire  [11:0] data_x0x1,data_x1x2,x2mult, out1,out2,out3, data_out_c0,data_out_c1,data_out_c2, add_out,final_add;
	wire  en_x0,en_x1,en_x2, en_c0,en_c1,en_c2 ,en_y;
	register reg_c0(c0,data_out_c0,en_c0,clk);
	register reg_c1(c1,data_out_c1,en_c1,clk);
	register reg_c2(c2,data_out_c2,en_c2,clk);
	register reg_x0(x,data_x0x1,en_x0,clk);
	register reg_x1(data_x0x1,data_x1x2,en_x1,clk);
	register reg_x2(data_x1x2,x2mult,en_x2,clk);
	mult    multx0c0 (data_x0x1,data_out_c0,out1);
	mult    multx1c1 (data_x1x2,data_out_c1,out2);
	mult    multx2c2 (x2mult,data_out_c2,out3);
	add	 add0(out1,out2,add_out);	
	add	 add1(add_out,out3,final_add);	
	register reg_y(final_add,y,en_y,clk);	
	assign en_c0=1;
	assign en_c1=1;
	assign en_c2=1;
	assign en_x0=1;
	assign en_x1=1;
	assign en_x2=1;
	assign en_y=1;
endmodule
module mult(in1,in2,out);
	input  [11:0] in1,in2; 
	output [11:0] out;  
	reg [15:0]temp; 
	always @ (in1,in2) begin
		temp=in1*in2[11:8];
	end
	assign out = temp[15:4];
endmodule
module register(data_in,data_out,ld_en,clk);
	input  [12-1:0] data_in; 
	input   ld_en, clk; 
	output reg [12-1:0] data_out; 
	always @ (posedge clk) begin
		if (ld_en)
			data_out=data_in;
	end
endmodule
==> flow/run.sh <==
#!/bin/bash
# OpenROAD 26Q1-2900-gdf79404cd8, Yosys 0.63+post, stock flow scripts
make -C /OpenROAD-flow-scripts/flow DESIGN_CONFIG=/design/flow/config.mk WORK_HOME=/design/flow/orfs finish
==> flow/config.mk <==
export PLATFORM = sky130hd
export DESIGN_NAME = filter
export DESIGN_NICKNAME = filter
export VERILOG_FILES = /design/flow/design.v
export SDC_FILE = /design/flow/constraint.sdc
export NUM_CORES = 4
export LEC_CHECK = 1
export CORE_UTILIZATION = 40
==> flow/constraint.sdc <==
current_design filter

set clk_period 9.4
set clk_io_pct 0.2

create_clock -name clk0 -period $clk_period [get_ports {clk}]

set non_clock_inputs [all_inputs -no_clocks]
set_input_delay [expr $clk_period * $clk_io_pct] -clock clk0 $non_clock_inputs
set_output_delay [expr $clk_period * $clk_io_pct] -clock clk0 [all_outputs]
==> run notes <==
• cell count in the Yosys report: 652
• cell type of the slowest stage on the worst timing path: sky130_fd_sc_hd__dfxtp_1
• power density over the cells: 282 nW/µm²
• shortest clock period the worst path allows after layout: 5.88 ns
• wire per inst: 11.6 µm
• total inserted antenna cells: 0
• site row count: 43
• die outline height: 123 µm
• reg-to-reg slack, setup: 3.52 ns
• placed instance count: 856
• Port-buffer cells: 36
• clock slew at the register clock pins of the worst setup and hold paths: 0.05 ns
• CTS Hold Buffers Added: 0
• final setup violation count: 0
• leakage: 3.37 nW
• later-pin clock latency in the skew report: 0.34 ns
• launch point of the critical path: reg_c2.data_out[10]
• maximum operating frequency: 170 MHz
• CP startpoint kind: register
• Worst EP arrival: 6.10 ns
• Post-synth EDFFs: 0
• most common library cells after synthesis: 126 x sky130_fd_sc_hd__inv_1, 77 x sky130_fd_sc_hd__nand2_1, 76 x sky130_fd_sc_hd__and2_1
• CP top delay family: adder cells
• number of levels in the clock H-tree: 3
• total I/O pin count: 61
• total grt overflow: 0
• fraction of the cycle the final worst path needs: 62.6%
• slew of the pin with the lowest slew margin: 0.489 ns
• area share of the leading cell type in the synthesized netlist: 23.7%
• unique cell type count in the Yosys netlist: 48
• Critical Path Fanout Max: 12
• total of cells resized after clock tree synthesis: 0
• First-pass DRT Iterations: 4
• post-placement cell area: 6360 µm²
• skew final: 0.00379 ns
• maximum vdd ir drop: 0.000117 V
• startpoint of the worst-slack reg-to-reg timing path: reg_c2.data_out[10]
• sequential-to-total area share from yosys stat: 20.6%
• die x size: 123 µm
• post-synthesis cell type with the largest instance count: sky130_fd_sc_hd__inv_1
• clock net sink count: 60
• per-cell via count in the routed design: 4.66
• Synth area leader: sky130_fd_sc_hd__fa_1
• Hold Path Sink: reg_x1.data_out[0]
• Std-Cell Core Area: 14,000 µm²
• Primary FF master, synth: sky130_fd_sc_hd__dfxtp_1
• Internal Power: 1.13 mW
• Root Driver: sky130_fd_sc_hd__clkbuf_16
• post-synthesis instance total: 652
• Pins Over Slew Limit: 0
• register share of total power: 17.9%
• post-CTS setup buffer count: 0
• sum of negative setup slack: 0 ns
• Filler Cell Count: 1,294
• total number of vias: 4,065
• final cell utilization of the core: 47.7%
• Critical Path Most Common Cell: sky130_fd_sc_hd__fa_1
• share of post-route cells with drive strength above 1: 3.32%
• routability cong.: 0.851
• number of nets still failing antenna checks after routing: 0
• Post-Route Hold Slack: 0.391 ns
• Worst Setup End Kind: register
• worst rel slew slack: 67.1%
• clock share of power: 19.8%
• summed standard-cell area reported by yosys: 5820 µm²
• WS Path Type: reg -> reg
• number of cells in the finished layout apart from fillers: 872
• hold path start: reg_x0.data_out[0]
• Detail Placement HPWL: 8.51 mm
• proportion of register bits with asynchronous set or reset after synthesis: 0%
• pin count of the biggest net entering global routing: 13
• global-route wire length before repair: 18.1 mm
• Buf+Inv Stages, Crit Path: 2
• leading post-synthesis cells by cell area: sky130_fd_sc_hd__fa_1 24%, sky130_fd_sc_hd__dfxtp_1 21%, sky130_fd_sc_hd__ha_1 14%
• number of buffers on the longest clock path: 2
• Yosys reg bits: 60
• TritonCTS clock tree: yes
• worst r2r path cells: 21
• worst hold path class: reg -> reg
• via count of the first global-routing pass: 4,101
• final number of hold-violating endpoints: 0
• initial core utilization: 41.5%
• worst path cell trace: nand2_1 -> fa_1 -> fa_1 -> inv_1 -> ha_1 -> and4_1 -> a21oi_1 -> o211a_1 -> o31ai_1 -> and2_1 -> o21ai_0 -> a21bo_2 -> fa_1 -> inv_1 -> ha_1 -> and2_2 -> o21ai_0 -> o311ai_1 -> nor3b_1 -> xnor2_1 -> xnor3_1
• result of the run: complete, no violations
• TritonCTS Buffers: 9
• total detailed-routing wirelength: 10.1 mm
• overall track demand over capacity in global routing: 15.9%
• Design Area, Final: 6700 µm²
• combinational power share: 62.3%
• RSZ-0062 raised after global routing: no
• net switching power of the design: 0.760 mW
• Maximum Capacitance Violations: 0
• worst hold path cell count: 0
• count of routing violations after the opening detailed-route iteration: 130
• data required time of the critical path: 9.61 ns
• destination of the worst register-to-register timing path: reg_y.data_out[11]
• detailed-route DRC error count: 0
• antenna violations before repair: 0
• Synth Area per Inst: 8.93 µm²
• synthesis-to-layout area growth: 15.0%
• Total Die Area: 15,000 µm²
• slowest stage delay, CP: 0.57 ns
• switching share of total power: 40.2%
• number of warning messages in the logs: 49
• total standard cell area after synthesis: 5820 µm²
• synthesis warning total: 3
==> how the worst max path moves through the flow <==
| stage | endpoint | depth (start not counted) |
|---|---|---|
| 5_1_grt | reg_y.data_out[11] | 20 |
| 6_report | reg_y.data_out[11] | 21 |
| 4_1_cts | reg_y.data_out[11] | 21 |
==> final cells by class <==
type,count,area [µm²],share of cell area [%]
clock buffers,11,233,3.48
clock inverters,5,100,1.49
inverters,126,473,7.06
multi-input cells,454,4100,61.3
flip-flops and latches,60,1200,17.9
well taps,180,225,3.36
repair buffers,36,360,5.38
==> metal layers <==
| metal | part of all wire (%) | track usage, % | routed length, µm |
|---|---|---|---|
| met4 | 1.3 | 1.83 | 134 |
| met5 | 0 | 0 | 0 |
| met3 | 5.9 | 4.74 | 592 |
| met2 | 43 | 24.6 | 4390 |
| met1 | 49 | 23.3 | 4980 |
==> cell usage in the layout, fill, tap and decap left out, types with 9 or more instances in the layout <==
cell                                n
sky130_fd_sc_hd__xnor2_1           19
sky130_fd_sc_hd__fa_1              69
sky130_fd_sc_hd__nor2_1            24
sky130_fd_sc_hd__and2_1            76
sky130_fd_sc_hd__inv_1            126
sky130_fd_sc_hd__dfxtp_1           60
sky130_fd_sc_hd__o21ai_0            9
sky130_fd_sc_hd__clkbuf_16          9
sky130_fd_sc_hd__a21oi_1           13
sky130_fd_sc_hd__clkdlybuf4s50_1   36
sky130_fd_sc_hd__nand2_1           77
sky130_fd_sc_hd__ha_1              64
sky130_fd_sc_hd__xor2_1            17
==> sequential cells by signal, indices dropped and copies added, names as in the netlist <==
register / count
reg_c0.data_out: 4
reg_c1.data_out: 4
reg_c2.data_out: 4
reg_x0.data_out: 12
reg_x1.data_out: 12
reg_x2.data_out: 12
reg_y.data_out: 12
==> kinds of logic after synthesis <==
| logic type | after synthesis | synth area share, % |
|---|---|---|
| and+or+nand+nor | 225 | 19.7 |
| adders and majority gates | 133 | 37.5 |
| AOI/OAI and AO/OA | 59 | 7.52 |
| DFF | 60 | 20.6 |
| buffers and inverters | 138 | 8.90 |
| xor gates and xnor gates | 37 | 5.80 |
==> power by group through the flow <==
stage,Sequential (mW),Clock [mW],Combinational [mW]
final,0.338,0.374,1.18
after global routing,0.345,0.396,1.38
after CTS,0.339,0.387,1.20
==> through the flow <==
stage	worst slack [ns]	total power, mW
floorplan	3.88	1.25
global placement	3.56	1.52
detailed placement	3.51	1.53
CTS	3.47	1.92
global route	3.11	2.12
finish	3.52	1.89
==> worst reg2reg max path, stage by stage, from the launching register on <==
cell and delay [ns]:
sky130_fd_sc_hd__dfxtp_1 0.57, sky130_fd_sc_hd__nand2_1 0.13, sky130_fd_sc_hd__fa_1 0.48, sky130_fd_sc_hd__fa_1 0.49, sky130_fd_sc_hd__inv_1 0.04, sky130_fd_sc_hd__ha_1 0.25
sky130_fd_sc_hd__and4_1 0.18, sky130_fd_sc_hd__a21oi_1 0.13, sky130_fd_sc_hd__o211a_1 0.29, sky130_fd_sc_hd__o31ai_1 0.48, sky130_fd_sc_hd__and2_1 0.21, sky130_fd_sc_hd__o21ai_0 0.10
sky130_fd_sc_hd__a21bo_2 0.23, sky130_fd_sc_hd__fa_1 0.47, sky130_fd_sc_hd__inv_1 0.04, sky130_fd_sc_hd__ha_1 0.32, sky130_fd_sc_hd__and2_2 0.20, sky130_fd_sc_hd__o21ai_0 0.14
sky130_fd_sc_hd__o311ai_1 0.12, sky130_fd_sc_hd__nor3b_1 0.34, sky130_fd_sc_hd__xnor2_1 0.16, sky130_fd_sc_hd__xnor3_1 0.39
Power figures rest on the tool's default switching activity, not on a simulated workload.
